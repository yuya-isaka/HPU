[flow/config.mk]
export PLATFORM = sky130hd
export DESIGN_NAME = memoryData
export DESIGN_NICKNAME = memoryData
export VERILOG_FILES = /design/flow/design.v
export SDC_FILE = /design/flow/constraint.sdc
export NUM_CORES = 4
export LEC_CHECK = 1
export CORE_UTILIZATION = 30
[flow/constraint.sdc]
current_design memoryData

set clk_period 7.8
set clk_io_pct 0.2

create_clock -name clk0 -period $clk_period [get_ports {clk}]

set non_clock_inputs [all_inputs -no_clocks]
set_input_delay [expr $clk_period * $clk_io_pct] -clock clk0 $non_clock_inputs
set_output_delay [expr $clk_period * $clk_io_pct] -clock clk0 [all_outputs]
[flow/design.v]
`default_nettype none
module memoryData #(parameter ADDR_SIZE = 32'd7)
(
  clk,
  rst,
  read_addr,
  read_data,
  write_addr,
  write_data,
  write_enable
);
  input wire clk, rst;
  input wire [31:0] read_addr, write_addr, write_data;
  input wire write_enable;
  output reg [31:0] read_data;  
  (* ram_style = "block" *) reg [31:0] mem [2**(ADDR_SIZE-2+1)-1:0];  
  task init_mem;
    begin
      for(int i=0; i<(2**(ADDR_SIZE-2+1)); i++) begin
        mem[i] = 32'd0;
      end
    end
  endtask
  initial begin
    init_mem();
  end
  always_ff @(posedge clk) begin
      read_data <= mem[read_addr[ADDR_SIZE:2]];
      if (write_enable) begin
        mem[write_addr[ADDR_SIZE:2]] <= write_data;
      end
  end
endmodule
`default_nettype wire
[flow/run.sh]
#!/bin/bash
# OpenROAD 26Q1-2900-gdf79404cd8, Yosys 0.63+post, stock flow scripts
make -C /OpenROAD-flow-scripts/flow DESIGN_CONFIG=/design/flow/config.mk WORK_HOME=/design/flow/orfs finish
==> reports/qor.txt <==
Outcome - finished clean
Max Cap Viol - 0
Antenna Violating Nets Remaining - 0
Worst setup EP type - flop
Area of the core - 0.260 mm^2
Peak supply drop - 260 uV
# Cells Yosys - 3324
Pwr Total - 0.0229 W
Share of layout cells above drive strength 1 - 29.0%
Vias in the first global route - 40000
Total die size - 0.264 mm^2
Worst-path clk slew - 60 ps
Die H - 514 um
GR Util All Layers - 16.4%
Residual DRC - 0
Routed WL per cell - 27.4 um
Min cycle time layout - 4110 ps
Max Slew Vio Count - 0
HPWL Detailed - 108000 um
Clock Skew - 32.4 ps
Initial antenna violation count - 11
Power per Cell Area - 253 mW/mm^2
Total CTS buffers - 200
Final hold violation count - 0
Hold Slack - 881 ps
RePlAce Congestion - 0.817
OpenROAD warnings - 79
Cells after synthesis - 3324
Syn. warnings - 1
Worst Path Arrival - 4580 ps
I/O pin count - 131
RSZ-0062 raised after global routing - no
CTS root buffer - clkbuf_16
Post-CTS resize count - 0
Post-Syn Area - 0.0785 mm^2
Period utilization - 52.7%
Ys flops - 2080
Rel. slew slack - 38.2%
Slew @ Worst Pin - 925 ps
Clk buf depth - 3
Clk latency late pin - 850 ps
PortBufs - 77
Static Leakage - 27.6 nW
Chip area line of the yosys report - 0.0785 mm^2
Starting density of the core - 30.2%
Setup bufs post-CTS - 0
Vias - 35900
Place WS - 2800 ps
Fillers - 23500
CTS Hold Bufs - 0
Grt total ovfl - 0
Initial DRC Count - 2413
Crit path max fanout - 17
Global-route wire length before repair - 284000 um
Area Growth Syn to Fin - 15.5%
CP Launch Type - input pin
Drt first pass iters - 5
Unique cell types - 34
Critical path type - input pin to flop
Vias/cell - 4.95
Num rows - 187
Sequential share of the synthesized area - 79.1%
CTS tree - built
Worst hold path class - flop to flop
Fmax - 243 MHz
Crit path DRT - 8270 ps
Synth Area per Inst - 23.6 um^2
TritonCTS Sinks - 2080
Htree depth - 4
Setup TNS - 0 ps
Setup violations, final - 0
Final wirelength - 199000 um
Largest net degree at the start of global routing - 85
R2r setup slk - 5540 ps
Chip Width - 514 um
Worst setup margin - 3690 ps
==> cell usage after synthesis (all sizes together) <==
master	instances	area, um^2
edfxtp	2048	61500
mux4	544	12300
nor2	137	514
buf	108	608
mux2i	93	931
o22ai	84	526
clkbuf	74	278
a21oi	62	310
dfxtp	32	641
o221ai	27	236
nand2	26	97.6
nor2b	15	93.8
a22oi	12	90.1
a311oi	8	70.1
nand2b	8	50.1
nor3	7	35.0
nand3	5	25.0
nand3b	5	37.5
or3b	5	43.8
a41o	4	40.0
and3	4	25.0
o32ai	4	35.0
or2	3	18.8
or3	3	18.8
and2	2	12.5
nand4	2	12.5
a31oi	1	6.26
nand4b	1	8.76
==> cell usage in the layout (no fill, tap or decap), types with 7 or more instances in the layout <==
cell type and instances:
edfxtp_1 2048, mux4_2 544, clkbuf_16 204, buf_4 152, mux2i_1 93, o22ai_1 84, nor2_1 75, a21oi_1 62
nor2_4 62, clkinv_1 47, clkbuf_1 45, clkinv_2 40, clkdlybuf4s50_1 40, buf_2 33, dfxtp_1 32, o221ai_1 27
nand2_1 26, nor2b_1 15, bufinv_16 14, a22oi_1 12, clkbuf_8 9, a311oi_1 8, nand2b_1 7
==> worst max-delay path, stage by stage <==
cell             delay, ps
clkdlybuf4s50_1        830
nand3b_1               690
nor2_4                 950
buf_4                  500
==> final cells by class <==
type | count | area (um^2) | area share (%)
antenna | 2 | 5.00 | 0.00552
timing repair buffer | 235 | 1880 | 2.08
multi-input combinational | 1062 | 16000 | 17.6
tap | 3496 | 4370 | 4.82
clock buffer | 258 | 5400 | 5.95
sequential | 2080 | 62100 | 68.5
clock inverter | 114 | 952 | 1.05
==> metal layers <==
| layer | global-route usage, % | up-vias | share of wire, % |
|---|---|---|---|
| met5 | 0.712 | - | 0.15 |
| met4 | 3.81 | 13 | 2.9 |
| met3 | 13.7 | 284 | 18 |
| met2 | 24.8 | 2515 | 48 |
| met1 | 17.3 | 18300 | 31 |
| li1 | - | 14800 | - |
==> cells by family (layout without fill, tap and decap cells) <==
kind of cell	after synthesis	after routing	share of synthesized area, %
AOI/OAI and AO/OA	202	202	1.67
buffers and inverters	182	607	1.13
DFF	2080	2080	79.1
muxes	637	637	16.8
other	0	2	0
and+or+nand+nor	223	223	1.27
==> stage by stage <==
stage	area, um^2	util, %	cells
after floorplan	78500	-	3324
after global placement	84400	32.5	6873
after detailed placement	84400	32.5	6873
after CTS	90700	34.9	7245
after global routing	90700	34.9	7246
final	90700	34.9	7247
==> final timing paths <==
kind | from | endpoint | cells past startpoint
hold / removal | mem[56][21] | read_data[21] | 5
setup reg to reg | mem[27][27] | read_data[27] | 4
hold reg to reg | mem[56][21] | read_data[21] | 5
setup / recovery | write_addr[5] | mem[31][13] | 4
==> registers in the layout, summed over array words and instances (netlist names) <==
register and cells:
mem 2048, read_data 32
==> power breakdown <==
part           total (W)  internal [W]  switching, W
Combinational    0.00113      0.000437      0.000691
Clock            0.00939       0.00533       0.00405
Sequential        0.0124        0.0124     0.0000403
Power figures rest on the tool's default switching activity, not on a simulated workload.
