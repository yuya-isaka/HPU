===== /design/flow/config.mk =====
export PLATFORM = sky130hd
export DESIGN_NAME = instructionDecode
export DESIGN_NICKNAME = instructionDecode
export VERILOG_FILES = /design/flow/design.v
export SDC_FILE = /design/flow/constraint.sdc
export NUM_CORES = 4
export LEC_CHECK = 1
export CORE_AREA = 10 10 86 86
export DIE_AREA = 0 0 96 96

===== /design/flow/constraint.sdc =====
current_design instructionDecode

set clk_period 4.5
set clk_io_pct 0.2

create_clock -name clk0 -period $clk_period

set non_clock_inputs [all_inputs -no_clocks]
set_input_delay [expr $clk_period * $clk_io_pct] -clock clk0 $non_clock_inputs
set_output_delay [expr $clk_period * $clk_io_pct] -clock clk0 [all_outputs]

===== /design/flow/design.v =====
`default_nettype none
module instructionDecode (
    inst,
    rs1,
    rs2,
    rd,
    imm,
    funct3,
    funct7,
    arithmetic,
    arithmetic_imm,
    load,
    store,
    branch,
    jal,
    jalr,
    lui,
    auipc
);
    input wire [31:0] inst;
    output wire [4:0] rs1, rs2, rd;
    output logic [31:0] imm;
    output wire [2:0] funct3;
    output wire [6:0] funct7;
    output wire arithmetic, arithmetic_imm, load, store, branch, jal, jalr, lui, auipc;
    wire [6:0] opcode = inst[6:0];
    wire r_type = (opcode == 7'b0110011);
    wire i_type = (opcode == 7'b0000011) || (opcode == 7'b0010011) || (opcode == 7'b1100111);
    wire s_type = (opcode == 7'b0100011);
    wire b_type = (opcode == 7'b1100011);
    wire j_type = (opcode == 7'b1101111);
    wire u_type = (opcode == 7'b0110111) || (opcode == 7'b0010111);
    assign rs1 = (r_type | i_type | s_type | b_type) ? inst[19:15] : 5'd0;
    assign rs2 = (r_type | s_type | b_type) ? inst[24:20] : 5'd0;
    assign rd  = (r_type | i_type | j_type | u_type) ? inst[11:7] : 5'd0;
    always_comb begin
        if      (i_type) imm = {{20{inst[31]}}, inst[31:20]};
        else if (s_type) imm = {{20{inst[31]}}, inst[31:25], inst[11:7]};
        else if (b_type) imm = {{20{inst[31]}}, inst[7], inst[30:25], inst[11:8], 1'd0};
        else if (j_type) imm = {{12{inst[31]}}, inst[19:12], inst[20], inst[30:21], 1'd0};
        else if (u_type) imm = {inst[31:12], 12'd0};
        else             imm = 32'd0;
    end
    assign funct3 = inst[14:12];
    assign funct7 = (inst[6:0] == 7'b011011) ? inst[31:25] : 7'd0;
    assign arithmetic     	= (opcode == 7'b0110011) ? 1'd1 : 1'd0;
    assign arithmetic_imm 	= (opcode == 7'b0010011) ? 1'd1 : 1'd0;  
    assign load   			= (opcode == 7'b0000011) ? 1'd1 : 1'd0;
    assign store  			= (opcode == 7'b0100011) ? 1'd1 : 1'd0;
    assign branch 			= (opcode == 7'b1100011) ? 1'd1 : 1'd0;
    assign jal    			= (opcode == 7'b1101111) ? 1'd1 : 1'd0;  
    assign jalr   			= (opcode == 7'b1100111) ? 1'd1 : 1'd0;
    assign lui    			= (opcode == 7'b0110111) ? 1'd1 : 1'd0;  
    assign auipc  			= (opcode == 7'b0010111) ? 1'd1 : 1'd0;  
endmodule
`default_nettype wire

===== /design/flow/run.sh =====
#!/bin/bash
# OpenROAD 26Q1-2900-gdf79404cd8, Yosys 0.63+post, stock flow scripts
make -C /OpenROAD-flow-scripts/flow DESIGN_CONFIG=/design/flow/config.mk WORK_HOME=/design/flow/orfs finish

==> flow_results.org <==
* Implementation run

** Status
- Run status :: finished, final reports clean

** Worst hold path
- Instance count along the most critical hold path :: 2
- The endpoint of the worst hold path is reported as funct3[0].
- The startpoint identified for the worst hold timing path is inst[12].
- According to the hold report, the worst path is of the input port to output pin type.

** Final timing
- Hold-check failures listed in the final report amount to 0.
- Max-slew check failures listed in the final report amount to 0.
- Slew at the pin closest to its max-slew limit :: 0.796 ns
- Setup repair after global routing left no endpoint under its margin.
- Max Fclk :: 0.244 GHz
- Endpoints with negative setup slack in the final report add up to 0.
- Max-slew headroom at the worst pin :: 0.466
- Final Critical Period :: 4.10 ns
- Of the available clock period, the critical path in the final layout requires 0.912.
- For the final routed database, the setup TNS stands at 0 ns.

** Clocking
- Setup Buffers After CTS :: 0
- Once the clock tree was built, the resizer swapped 0 gates to a different size.
- Hold_buf cts :: 0

** Route
- The routed design has 5.07 mm of wire.
- Dividing the detail-routed via count by the number of cells gives 4.85.
- Detailed-router iteration count before antenna repair :: 4
- Summing over every cut layer, the via total after detailed routing is 1449.
- The script logs the mean routed wire length per placed instance as 17.0 um.
- Per the post-route antenna check, the number of violating nets is 0.
- After detailed routing, the number of remaining DRC violations is 0.
- Per the log, the first TritonRoute iteration ended with a DRC count of 82.
- # diodes :: 0

** Run
- The report counts max-capacitance violations totalling 0.
- The number of warnings reported in the stage logs is 32.

** Layout
- Layout fillers :: 611
- The finished cells cover 0.00196 mm2.
- Per the layout report, the design carries 0 clock buffers.
- Summing all multi-input logic gate instances after layout gives 813 um2.
- By instance count after routing, the leading logic cell type is sky130_fd_sc_hd__clkdlybuf4s50_1.
- The layout summary lists the proportion of cells stronger than drive strength 1 as 0.0529.
- The area taken by sequential standard cells is reported as 0 um2.
- The top cell types in the final layout, fill and taps aside, are sky130_fd_sc_hd__clkdlybuf4s50_1 (98), sky130_fd_sc_hd__and2_1 (19), sky130_fd_sc_hd__nand3_1 (12).
- The area growth from synthesis to layout is 105%.
- According to the cell report, flip-flops and latches in the layout number 0.

** Global route
- Total routing usage reported by global routing :: 0.102
- The via count of the first global-routing pass was 1467.
- Largest net degree at the start of global routing :: 13
- The first global-routing pass estimated 7.62 mm of wire.
- Number of antenna violations at the first check in global routing :: 0
- For this run the aggregate overflow at the end of global routing stands at 0.

** Floorplan
- Overall chip area :: 0.00922 mm2
- Number of rows created at floorplan :: 27
- Die extent in x :: 96 um
- The die is 96 um tall.
- Number of placed I/O pins :: 98
- Standard cell core area :: 0.00554 mm2
- Fraction of the core area occupied by cells at floorplan :: 0.172

** Yosys
- Post-synthesis sequential area ratio :: 0
- In this run, the synthesized area fraction spent on adder and majority cells is recorded as 0.
- The number of cells reported by Yosys stat comes to 142.
- Average size of a mapped cell :: 6.71 um2
- In the synthesized netlist, the dominant kind of combinational cell is simple AND/OR/NAND/NOR gates.
- Warnings from Yosys :: 1
- Yosys reports a chip area of 953 um2.
- Yosys attributes the largest share of cell area to sky130_fd_sc_hd__and2_1 (12%), sky130_fd_sc_hd__o2111ai_1 (6.4%), sky130_fd_sc_hd__nand3_1 (6.3%), sky130_fd_sc_hd__a21o_1 (5.5%), sky130_fd_sc_hd__buf_2 (5.2%).
- The share of synthesized area in the top cell type comes to 0.125.
- Netlist Area Pre-Place :: 953 um2
- Of all cell types, the one taking the most synthesized area is sky130_fd_sc_hd__and2_1.
- Gate count after technology mapping :: 142
- Per the synthesis report, the XOR/XNOR share of the synthesized area is 0.00919.
- The cell-mix breakdown from Yosys lists the compound-gate area share as 0.345.
- Fraction of synthesized area in multiplexers :: 0
- Synthesis instantiated 43 different standard cells from the library.
- Simple Share, Synth :: 0.499

** Worst setup path
- Critical Path Start Type :: input port
- STA lists the maximum fanout along the critical path as 12.
- The worst setup path is captured at an output pin.
- Endpoint required time on the critical path :: 3.60 ns
- Signal arrival time at the worst endpoint :: 3.20 ns
- Type of the worst setup path :: input port to output pin

** Pwr
- Worst supply voltage drop on vdd :: 0.0316 mV
- Static leakage :: 0.000771 uW
- Power density over the cells :: 48.9 mW/mm2

** Placement
- As logged by OpenROAD, the buffers inserted on ports number 98.
- The congestion estimate from routability-driven global placement came to 0.847.
- Once detailed placement completed, the half-perimeter wirelength came to 4.32 mm.
- Dpl cell area :: 0.00196 mm2
## area by class of cell
class | instances | share of cell area
multi-input combinational | 115 | 0.416
inverter | 9 | 0.0173
tap | 72 | 0.0461
timing repair buffer | 103 | 0.521
## report_power, final
part           switching [uW]  internal, uW  leakage, uW
clock                       0             0            0
sequential                  0             0            0
combinational            38.9          56.7     0.000771
## worst max-delay path, cell delays in order
cell and delay, ns:
sky130_fd_sc_hd__clkdlybuf4s50_1 0.56, sky130_fd_sc_hd__buf_4 0.25, sky130_fd_sc_hd__nor4_4 0.36, sky130_fd_sc_hd__nand2_1 0.34, sky130_fd_sc_hd__a32oi_1 0.30, sky130_fd_sc_hd__clkdlybuf4s50_1 0.50
## metal layers
| metal | global-route usage | vias to the layer above | part of all wire |
|---|---|---|---|
| li1 | - | 709 | - |
| met1 | 0.134 | 645 | 0.43 |
| met2 | 0.151 | 93 | 0.39 |
| met3 | 0.0590 | 2 | 0.17 |
| met4 | 0.00369 | 0 | 0.0051 |
| met5 | 0 | - | 0 |
## Yosys cell counts (2+ instances only)
library cell	n
sky130_fd_sc_hd__and2_1	19
sky130_fd_sc_hd__nand3_1	12
sky130_fd_sc_hd__buf_2	10
sky130_fd_sc_hd__inv_1	9
sky130_fd_sc_hd__a21o_1	7
sky130_fd_sc_hd__o2111ai_1	7
sky130_fd_sc_hd__a31oi_1	6
sky130_fd_sc_hd__nor3b_1	6
sky130_fd_sc_hd__buf_4	5
sky130_fd_sc_hd__nand2_1	5
sky130_fd_sc_hd__nand4_1	5
sky130_fd_sc_hd__a32oi_1	4
sky130_fd_sc_hd__nor2_1	4
sky130_fd_sc_hd__o21ai_0	4
sky130_fd_sc_hd__and3_1	3
sky130_fd_sc_hd__nor2b_1	3
sky130_fd_sc_hd__nor3_1	3
sky130_fd_sc_hd__and3b_1	2
sky130_fd_sc_hd__clkbuf_1	2
sky130_fd_sc_hd__nand4b_1	2
sky130_fd_sc_hd__o21bai_1	2
## worst max path at each step
stage     slack (ns)  endpoint     from
4_1_cts         0.41    imm[1]  inst[5]
5_1_grt         0.21    imm[3]  inst[5]
6_report        0.40    imm[1]  inst[5]
## cells by family after synthesis
kind of cell	Yosys count
XOR/XNOR	1
AND-OR/OR-AND	41
AND/OR/NAND/NOR	73
buffers and inverters	27
## stage by stage
stage	hold slack, ns	total power (uW)	util	worst slack, ns	std cells
finish	2.64	95.6	0.353	0.395	299
global route	2.68	105	0.353	0.210	299
CTS	2.66	96.8	0.353	0.411	299
detailed placement	2.65	96.2	0.353	0.419	299
global placement	2.65	96.6	0.353	0.456	299
floorplan	1.85	34.5	-	1.70	142
Power and IR drop assume default switching activity.
