### design/flow/design.v
`default_nettype none
module alu (
  rs1_data,
  rs2_data,
  imm_data,
  funct3,
  funct7,
  arithmetic,
  arithmetic_imm,
  load,
  store,
  branch,
  alu_out
);
  input wire [31:0] rs1_data, rs2_data, imm_data;
  input wire [2:0] funct3;
  input wire [6:0] funct7;
  input wire arithmetic, arithmetic_imm, store, load, branch;
  output logic [31:0] alu_out;  
  wire [31:0] op2 = (arithmetic_imm || store || load) ? imm_data : rs2_data;
  always_comb begin
    if (load || store) begin
      alu_out = rs1_data + op2;
    end
    else if (arithmetic || arithmetic_imm) begin
      case ({funct7, funct3})
        10'b0000000_000: alu_out = rs1_data + op2;
        10'b0100000_000: alu_out = rs1_data - op2;
        10'b0000000_110: alu_out = rs1_data | op2;
        10'b0000000_111: alu_out = rs1_data & op2;
        10'b0000000_100: alu_out = rs1_data ^ op2;
        10'b0000000_001: alu_out = rs1_data << op2[4:0];
        10'b0000000_010: alu_out = $signed(rs1_data) < $signed(op2) ? 32'd1 : 32'd0;
        10'b0000000_011: alu_out = $unsigned(rs1_data) < $unsigned(op2) ? 32'd1 : 32'd0;
        10'b0000000_101: alu_out = $unsigned(rs1_data) >> op2[4:0];
        10'b0100000_101: alu_out = $signed(rs1_data) >> op2[4:0];
        default: alu_out = 32'd0;
      endcase
    end
    else if (branch) begin
      case (funct3)
        3'b000: alu_out = {31'b0, (rs1_data == op2)};
        3'b001: alu_out = {31'b0, (rs1_data != op2)};
        3'b100: alu_out = {31'b0, ($signed(rs1_data) < $signed(op2))};
        3'b101: alu_out = {31'b0, ($signed(rs1_data) >= $signed(op2))};
        3'b110: alu_out = {31'b0, ($unsigned(rs1_data) < $unsigned(op2))};
        3'b111: alu_out = {31'b0, ($unsigned(rs1_data) >= $unsigned(op2))};
        default: alu_out = 32'd0;
      endcase
    end
    else begin
      alu_out = 32'b0;
    end
  end
endmodule
`default_nettype wire
### design/flow/run.sh
#!/bin/bash
# OpenROAD 26Q1-2900-gdf79404cd8, Yosys 0.63+post, stock flow scripts
make -C /OpenROAD-flow-scripts/flow DESIGN_CONFIG=/design/flow/config.mk WORK_HOME=/design/flow/orfs finish
### design/flow/config.mk
export PLATFORM = sky130hd
export DESIGN_NAME = alu
export DESIGN_NICKNAME = alu
export VERILOG_FILES = /design/flow/design.v
export SDC_FILE = /design/flow/constraint.sdc
export NUM_CORES = 4
export LEC_CHECK = 1
export CORE_UTILIZATION = 30
### design/flow/constraint.sdc
current_design alu

set clk_period 20.9
set clk_io_pct 0.2

create_clock -name clk0 -period $clk_period

set non_clock_inputs [all_inputs -no_clocks]
set_input_delay [expr $clk_period * $clk_io_pct] -clock clk0 $non_clock_inputs
set_output_delay [expr $clk_period * $clk_io_pct] -clock clk0 [all_outputs]
==> job_summary.md <==
### Yosys + OpenROAD results

| Metric | Value |
|---|---|
| Run status | completed |
| CTS Hold Bufs | 0 |
| Count of input and output buffers | 143 |
| DRC violation count after routing | 0 |
| Most congested layer reported by global routing | met2 |
| Yosys stat area | 8970 sq um |
| Met1 usage in global routing | 40.2% |
| Final worst path period need | 14.77 ns |
| Number of endpoints failing setup at the final stage | 0 |
| Switching part of the total power | 60.5% |
| Number of max-slew violations in the final report | 0 |
| Total of clock buffers placed in the layout | 0 |
| Via count of the first global-routing pass | 10500 |
| Fraction of final layout cells with drive strength greater than 1 | 5.61% |
| Total tool warning count | 89 |
| Fraction of met3 tracks used by global routing | 5.35% |
| Longest individual stage delay on the worst path | 0.94 ns |
| Y dimension of the die | 175 microns |
| Overall die area | 30600 sq um |
| Number of gates resized after CTS | 0 |
| Wire length of the first global-routing pass | 66100 microns |
| Post-synthesis cell area | 8970 sq um |
| Number of antenna violations at the first check in global routing | 0 |
| Routed vias | 11300 |
| Arrival @ worst endpoint | 10.59 ns |
| Yosys cell types | 78 |
| Maximum number of pins on one net before global-route repair | 66 |
| CP Max Fanout | 53 |
| Total wirelength of the detailed-routed design | 44000 microns |
| Global-route usage over all layers | 28.7% |
| Routed length per instance | 23.4 microns |
| Cell Pwr Density | 31.6 nW/um^2 |
| Switching power total | 0.204 mW |
| Met2 routing resource usage after global routing | 43.8% |
| Type of element capturing the critical path | output pin |
| Sum of net half-perimeters after detailed placement | 35100 microns |
| Total Neg Setup Slack | 0 ns |
| Leakage component of the power | 4.36 nW |
| Cells in synth_stat.txt | 1437 |
| DR vias/cell | 6.00 |
| Number of warnings reported in the yosys synthesis log | 1 |
| Total congestion overflow after global routing | 0 |
| Floorplan Utilization | 30.8% |
| Cell with the largest stage delay on the worst path | sky130_fd_sc_hd__a2111oi_0 |
| Number of detailed-route iterations in the first pass | 9 |
| Average cell area after synthesis | 6.24 sq um |
| Number of buffers and inverters on the critical path | 4 |
| Highest-count cells in the layout ignoring fill and taps | sky130_fd_sc_hd__nand2_1 (180), sky130_fd_sc_hd__nor2_1 (148), sky130_fd_sc_hd__clkdlybuf4s50_1 (142), sky130_fd_sc_hd__o21ai_0 (131), sky130_fd_sc_hd__a21oi_1 (118) |
| Total power | 0.337 mW |
| Worst IR drop on VDD | 0.0121 mV |
| Number of placed I/O pins | 143 |
| Series of cell instances along the critical path | clkdlybuf4s50_1, or4b_4, nand2_1, buf_4, inv_2, fa_1, nor2b_1, o31a_1, o31ai_1, a2111oi_0, o211ai_1, o31ai_1, o22ai_1, o21bai_1, a21oi_1, o221a_2, o21ai_0, clkdlybuf4s50_1 |
| Sequential cell count | 0 |
| Core Rows | 62 |
| Internal Dissipation | 0.133 mW |
| Req. time, crit path | 16.72 ns |
| Dominant logic cell type in the layout | sky130_fd_sc_hd__nand2_1 |
| Fill cells | 3170 |
| Transition time at the pin with the least slew margin | 1.02 ns |
| Flip-flop and latch area | 0 sq um |
| Post-Synthesis Cells | 1437 |
| Class of the most critical setup path | in -> out |
| Tcrit/Tclk final | 70.7% |
| Area growth from synthesis to layout | 19.0% |
| Path class of the lowest-slack min-delay path | in -> out |
| Number of hold violations in the final report | 0 |
| Placeable core region | 29100 sq um |
| Gpl congestion | 1.03 |
| Unrepaired setup endpoints after global routing | false |
| Highest Clock Rate | 0.0677 GHz |
| Number of max-cap violations | 0 |
| Width of the chip | 175 microns |
| DRT antenna net count | 0 |
| # Post-CTS Setup Buffers | 0 |
| Sequential area share after synthesis | 0% |
| Top Family by Delay on Critical Path | AND-OR/OR-AND gates |
| Worst max-slew margin expressed relative to the limit | 30.4% |
| Iter 0 DRT Violations | 1359 |
| Launching element type of the critical path | input pin |
-- routing by layer --
metal	vias to the layer above	part of all wire (%)
li1	5379	-
met1	5223	43
met2	601	44
met3	88	8.8
met4	0	3.9
met5	-	0
-- synthesized netlist by cell type (4+ instances only) --
cell type | count | share of area (%)
sky130_fd_sc_hd__mux2_2 | 33 | 4.1
sky130_fd_sc_hd__o211ai_1 | 55 | 4.6
sky130_fd_sc_hd__xnor2_1 | 27 | 2.6
sky130_fd_sc_hd__o31a_1 | 4 | 0.39
sky130_fd_sc_hd__ha_1 | 90 | 13
sky130_fd_sc_hd__buf_1 | 14 | 0.59
sky130_fd_sc_hd__o32ai_1 | 4 | 0.39
sky130_fd_sc_hd__nor2b_1 | 7 | 0.49
sky130_fd_sc_hd__nand2b_1 | 11 | 0.77
sky130_fd_sc_hd__o22ai_1 | 17 | 1.2
sky130_fd_sc_hd__nor3_1 | 32 | 1.8
sky130_fd_sc_hd__a211o_1 | 5 | 0.49
sky130_fd_sc_hd__o311ai_0 | 6 | 0.59
sky130_fd_sc_hd__a221oi_1 | 13 | 1.3
sky130_fd_sc_hd__a21o_1 | 13 | 1.1
sky130_fd_sc_hd__xor2_1 | 9 | 0.88
sky130_fd_sc_hd__mux2i_1 | 83 | 9.3
sky130_fd_sc_hd__o31ai_1 | 15 | 1.3
sky130_fd_sc_hd__a21oi_1 | 118 | 6.6
sky130_fd_sc_hd__inv_1 | 97 | 4.1
sky130_fd_sc_hd__nor4_1 | 8 | 0.56
sky130_fd_sc_hd__a21boi_0 | 5 | 0.42
sky130_fd_sc_hd__nand3_1 | 37 | 2.1
sky130_fd_sc_hd__a31oi_1 | 14 | 0.98
sky130_fd_sc_hd__a22oi_1 | 6 | 0.50
sky130_fd_sc_hd__a211oi_1 | 18 | 1.5
sky130_fd_sc_hd__or2_2 | 4 | 0.28
sky130_fd_sc_hd__nor2_1 | 148 | 6.2
sky130_fd_sc_hd__a222oi_1 | 14 | 1.6
sky130_fd_sc_hd__o2111ai_1 | 4 | 0.39
sky130_fd_sc_hd__and3_1 | 11 | 0.77
sky130_fd_sc_hd__o21ai_0 | 131 | 7.3
sky130_fd_sc_hd__nand4_1 | 6 | 0.42
sky130_fd_sc_hd__o21bai_1 | 20 | 1.7
sky130_fd_sc_hd__and2_1 | 8 | 0.56
sky130_fd_sc_hd__clkbuf_1 | 92 | 3.9
sky130_fd_sc_hd__a221o_1 | 6 | 0.67
sky130_fd_sc_hd__o21a_1 | 8 | 0.67
sky130_fd_sc_hd__nand2_1 | 180 | 7.5
-- cells by family after synthesis --
group / share of synthesized area [%]
compound gates: 38.0
xor+xnor: 3.52
fa+ha+maj: 12.8
buf+inv: 8.99
mux: 13.7
simple gates: 23.1
-- area by class of cell --
type	instances	area [sq um]	share of cell area (%)
multi-input combinational	1227	8180	76.7
inverter	100	375	3.52
timing repair buffer	170	1630	15.3
antenna	1	2.50	0.0235
tap	384	480	4.50
-- final timing paths --
path / startpoint / endpoint / slack [ns] / depth (start not counted)
worst max-delay path: load / alu_out[30] / 6.13 / 18
worst min-delay path: branch / alu_out[0] / 9.60 / 6
-- metrics by stage --
| step | cells | utilization (%) | area, sq um | hold WS, ns | setup WS (ns) |
|---|---|---|---|---|---|
| 6_report | 1882 | 36.7 | 10700 | 9.60 | 6.13 |
| 5_1_grt | 1881 | 36.7 | 10700 | 9.69 | 5.80 |
| 4_1_cts | 1881 | 36.7 | 10700 | 9.63 | 6.21 |
| 3_5_place_dp | 1881 | 36.7 | 10700 | 9.63 | 6.22 |
| 3_3_place_gp | 1881 | 36.7 | 10700 | 9.62 | 6.40 |
| 2_1_floorplan | 1437 | - | 8970 | 8.64 | 8.23 |
-- power by group through the flow --
stage         Clock (mW)  Sequential, mW  Combinational, mW
CTS                    0               0              0.331
global route           0               0              0.365
-- worst min-delay path: stages --
cell                              delay (ns)
sky130_fd_sc_hd__clkdlybuf4s50_1        0.39
sky130_fd_sc_hd__nand3_1                0.08
sky130_fd_sc_hd__nor3_1                 0.06
sky130_fd_sc_hd__a31oi_1                0.15
sky130_fd_sc_hd__o221ai_1               0.13
sky130_fd_sc_hd__clkdlybuf4s50_1        0.42
No activity file was given, so power comes from the tool's default toggle rates.
